$ cat design/flow/design.v
`timescale 1ns / 1ps
module center_derivative#(parameter Nbits=2,Obits=9 )(
input [Nbits:0] IN_center_der,
input clk,
output [Obits:0] out_center_der
 );
 wire [Nbits:0] Delay_sig_out;
 wire [Nbits:0] out;
 reg [Obits:0] out2;
 wire [7:0] C = 8'd180;
 design_delay #(.Nbits(Nbits)) d1 (.SIG_IN(IN_center_der),.Delay_sig_out(Delay_sig_out),.clk(clk));
 sub#(.Nbits(Nbits)) sub1 (.SIG_IN(IN_center_der),.Delay_sig_out(Delay_sig_out),.sig_out_sub(out),.clk(clk));
 always @ (posedge clk)
begin
out2=out*C;
end
assign out_center_der=out2;
endmodule
`timescale 1ns / 1ps
module design_delay #(parameter Nbits=2 )(
    input [Nbits:0] SIG_IN, 
    output [Nbits:0] Delay_sig_out,
    input clk
    );
reg [Nbits:0] input_d1,input_d2;
reg [Nbits:0] out;
always @ (posedge clk)
begin
 input_d1 <= SIG_IN;  
 input_d2 <= input_d1; 
 out <= input_d2; 
end
assign Delay_sig_out=out;
endmodule
`timescale 1ns / 1ps
module sub#(parameter Nbits=2 )(
    input [Nbits:0] SIG_IN, 
    input [Nbits:0] Delay_sig_out,     
    output [Nbits:0] sig_out_sub,
    input clk
    );
reg [Nbits:0] out;
always @ (posedge clk)
begin
 out <=SIG_IN - Delay_sig_out;  
end
assign sig_out_sub=out;
endmodule
$ cat design/flow/run.sh
#!/bin/bash
# OpenROAD 26Q1-2900-gdf79404cd8, Yosys 0.63+post, stock flow scripts
make -C /OpenROAD-flow-scripts/flow DESIGN_CONFIG=/design/flow/config.mk WORK_HOME=/design/flow/orfs finish
$ cat design/flow/config.mk
export PLATFORM = sky130hd
export DESIGN_NAME = center_derivative
export DESIGN_NICKNAME = center_derivative
export VERILOG_FILES = /design/flow/design.v
export SDC_FILE = /design/flow/constraint.sdc
export NUM_CORES = 4
export LEC_CHECK = 1
export CORE_AREA = 10 10 70 70
export DIE_AREA = 0 0 80 80
$ cat design/flow/constraint.sdc
current_design center_derivative

set clk_period 1.3
set clk_io_pct 0.2

create_clock -name clk0 -period $clk_period [get_ports {clk}]

set non_clock_inputs [all_inputs -no_clocks]
set_input_delay [expr $clk_period * $clk_io_pct] -clock clk0 $non_clock_inputs
set_output_delay [expr $clk_period * $clk_io_pct] -clock clk0 [all_outputs]
==> job_summary.md <==
## PnR job results

| Metric | Value |
|---|---|
| Clock slew at reported path FFs | 0.11 ns |
| Sw frac | 22.71% |
| Clock skew | 0.002780 ns |
| Dpl cells | 115 |
| Critical Path End Type | register |
| Diode count | 0 |
| Unique cell types | 12 |
| Worst min-delay path category | input pin to register |
| Row count | 21 |
| Area delta synth->final | 58.66% |
| CTS Sinks | 20 |
| # IOs | 14 |
| Startpoint type of the worst setup path | register |
| Fin Setup TNS | -0.8899 ns |
| Failing checks | setup timing |
| Worst path slowest cell | dfxtp_4 |
| Met3 Usage GRT | 2.500% |
| Worst r2r src | sub1.out[1]$_DFF_P_ |
| DRC violations left | 0 |
| DR vias/cell | 3.264 |
| Crit path top cell by count | ha_4 |
| CTS root buffer | clkbuf_4 |
| Buffers and inverters on the worst path | 1 |
| Clock power share | 26.0% |
| Part of the power in registers | 42.2% |
| Final Hold Fails | 0 |
| Initial antenna violation count | 0 |
| Synth flops | 20 |
| Die width | 80 um |
| GR peak layer | met2 |
| Pre-CTS setup slack | -0.4331 ns |
| Met2 Use GR | 4.976% |
| First-pass GRT wire length | 1.794 mm |
| Cell breakdown of the critical path | ha_4 > ha_4 > inv_2 > fa_2 > nand2b_4 > a21oi_2 > xor2_1 |
| RSZ-0062 raised after global routing | yes |
| Critical path type | register to register |
| Minimum clock period | 1.625 ns |
| TritonCTS buffer count | 3 |
| Fp_density | 19.67% |
| NetSw | 0.4245 mW |
| Synthesized instance count | 52 |
| CP peak stage delay | 0.38 ns |
| DRT Pass-1 Iters | 2 |
| Arr. time, crit path | 1.85 ns |
| DRT Wirelength | 1.070 mm |
| Share of cells above drive strength 1 | 46.67% |
| # hold bufs at CTS | 0 |
| Core area | 3416 um^2 |
| DRT antenna net count | 0 |
| YS chip area | 671.9 um^2 |
| Ys Warns | 3 |
| CTS tree | yes |
| Worst Setup SP | sub1.out[1]$_DFF_P_ |
| Finish-stage setup viols | 4 |
| Htree depth | 1 |
| Setup ws final | -0.3247 ns |
| Max_cap viols | 0 |
| Hold path start | IN_center_der[1] |
| Die H | 80 um |
| Period Utilization, post-route | 125.0% |
| CP top delay family | adder cells |
| Total power | 1.870 mW |
| Internal | 1.445 mW |
| WL/cell | 8.843 um |
| Outcome | finished with violations |
| Port Buffers | 11 |
| Mean Syn Cell Area | 12.92 um^2 |
| Cell area leaders | dfxtp_1 (60%), ha_1 (15%), fa_1 (6.0%) |
| Clock latency on the worst-skew pair | 0.29 ns |
| Detailed Place HPWL | 778 um |
| Fmax | 0.6155 GHz |
| Placer Congestion | 0.7465 |
| Dominant cell area share | 59.59% |
| Log Warnings | 28 |
| M1 GR Usage | 4.181% |
| Worst EP required | 1.53 ns |
| Post-layout util | 31.21% |
| Gr usage total | 3.460% |
| Leakage Power | 0.4753 nW |
| Ys cells | 52 |
| Die Size | 6400 um^2 |
| Post-synthesis instance area | 671.9 um^2 |
| Final Slew Violations | 0 |
| Via count | 395 |
| Largest net degree at the start of global routing | 13 |
| Power share of the combinational group | 31.8% |
| Max clock buf depth | 2 |
| Seq share, synth | 59.59% |
| Dominant cell type by area after synthesis | dfxtp_1 |
| Peak supply drop | 0.8957 mV |
| Grt ovf | 0 |
| Starting DRT DRC Count | 2 |
| Crit Path Max Fanout | 3 |
| Power density cells | 1754 nW/um^2 |
| Non-filler instance count after layout | 121 |
| Vias in the first global route | 405 |
what timing repair did:
action,4_1_cts,5_1_grt
pin swaps,6,9
gates cloned,0,0
endpoints found under the hold margin,0,0
setup buffers,1,2
resized,14,16
endpoints found under the setup margin,13,5
worst reg2reg max path, cell delays in order, from the launching register on:
cell	delay (ns)
dfxtp_4	0.38
ha_4	0.27
ha_4	0.13
inv_2	0.03
fa_2	0.34
nand2b_4	0.15
a21oi_2	0.12
xor2_1	0.14
state kept, by name, summed over array words and instances, names as in the netlist:
register     count
out2             8
sub1.out         3
d1.out           3
d1.input_d1      3
d1.input_d2      3
final timing paths:
check | cells past startpoint | slack (ns) | endpoint
hold / removal | 1 | 0.12 | d1.input_d1[1]$_DFF_P_
hold reg to reg | 0 | 0.34 | d1.out[0]$_DFF_P_
setup reg to reg | 7 | -0.32 | out2[9]$_DFF_P_
setup / recovery | 7 | -0.32 | out2[9]$_DFF_P_
area by class of cell:
class,count,area [um^2]
Clock buffer,3,22.52
Tap cell,46,57.56
Inverter,8,30.03
Clock inverter,1,30.03
Fill cell,349,2350
Sequential cell,20,414.1
Timing Repair Buffer,20,176.4
Multi-Input combinational cell,23,335.3
layout by cell type, fill, tap and decap left out, drive strengths merged:
cell type	count
xor2	1
a21oi	2
dlygate4sd2	9
dfxtp	20
fa	2
clkbuf	3
dlymetal6s2s	1
bufinv	1
conb	2
inv	8
nand2b	1
ha	8
clkdlybuf4s50	1
nor2	2
a21o	1
buf	9
xnor2	4
synthesized netlist by cell type:
library cell and number:
nor2_1 2, xor2_1 1, dfxtp_1 20, ha_1 8, conb_1 1, a21o_1 1
buf_4 2, fa_1 2, a21oi_2 2, nand2b_1 1, xnor2_1 4, inv_1 8
per-stage QoR:
stage                     cell area (um^2)  hold slack [ns]
after global placement               918.4           0.3122
after global routing                  1066          0.08853
final                                 1066           0.1186
after floorplan                      713.2           0.2877
after detailed placement             918.4           0.3157
after CTS                            983.4           0.1894
layer usage:
layer  up-vias  routed length [um]
met5         -                   0
met4         0                   8
met3         2                 134
met2        12                 469
met1       178                 456
li1        203                   -
kinds of logic (layout without fill, tap and decap cells):
family / Yosys count / in the layout / synth area share (%)
adders and majority gates: 10 / 10 / 20.86
and+or+nand+nor: 3 / 3 / 2.049
DFF: 20 / 20 / 59.59
AOI/OAI and AO/OA: 3 / 3 / 3.725
buffers and inverters: 10 / 32 / 6.703
other: 1 / 2 / 0.5581
xor gates and xnor gates: 5 / 5 / 6.517
power groups by stage:
stage | Clock (mW) | Sequential [mW] | Combinational (mW)
final | 0.486 | 0.789 | 0.595
after CTS | 0.510 | 0.783 | 0.493
after global routing | 0.540 | 0.809 | 0.675
No activity file was given, so power comes from the tool's default toggle rates.
