--- flow/design.v ---
`timescale 1ns / 1ps
module mul #(parameter Nbits=5,obits=5 )(
    input [Nbits:0] Delay_sig_out_b,out_center_der_a, 
    output [obits:0] mul_out,
    input clk
    );
reg [Nbits:0] out;
always @ (posedge clk)
begin
   out <= Delay_sig_out_b* out_center_der_a;
end
assign mul_out=out;
endmodule
--- flow/config.mk ---
export PLATFORM = sky130hd
export DESIGN_NAME = mul
export DESIGN_NICKNAME = mul
export VERILOG_FILES = /design/flow/design.v
export SDC_FILE = /design/flow/constraint.sdc
export NUM_CORES = 4
export LEC_CHECK = 1
export CORE_AREA = 10 10 73 73
export DIE_AREA = 0 0 83 83
--- flow/constraint.sdc ---
current_design mul

set clk_period 2.2
set clk_io_pct 0.2

create_clock -name clk0 -period $clk_period [get_ports {clk}]

set non_clock_inputs [all_inputs -no_clocks]
set_input_delay [expr $clk_period * $clk_io_pct] -clock clk0 $non_clock_inputs
set_output_delay [expr $clk_period * $clk_io_pct] -clock clk0 [all_outputs]
--- flow/run.sh ---
#!/bin/bash
# OpenROAD 26Q1-2900-gdf79404cd8, Yosys 0.63+post, stock flow scripts
make -C /OpenROAD-flow-scripts/flow DESIGN_CONFIG=/design/flow/config.mk WORK_HOME=/design/flow/orfs finish
==> Changelog: implementation <==
### Changed

* LEAKAGE at 0.0004383 uW
* Setup TNS at -0.8124 ns
* Final Cell Area at 978.4 um^2
* Synth Area per Inst at 10.37 um^2
* Vias in the first global route at 538
* CP arrival at 2.87 ns
* Simple share at 21.58%
* Drt total wl at 1.302 mm
* Final Cycle Share at 125.6%
* Family with the most delay on the worst path: adder cells
* Logic family by area: adder cells
* Die X at 83 um
* Met3 Wirelength at 168 um
* Worst-Margin Slew at 0.1892 ns
* Max FFs per register at 6
* Chip area at 6889 um^2
* Total tool warning count at 28
* CORE AREA at 3744 um^2
* Dpl cell area at 852.1 um^2
* Root buf cell: clkbuf_8
* Seq/Total Area, Yosys at 22.27%
* Hpwl dp at 1.078 mm
* Endpoints failing setup at 2
* Routed wl met2 at 536 um
* MUX area fraction at 0%
* Max_cap viols at 0
* Yosys synthesis chip area at 539.3 um^2
* Drt first pass iters at 3
* Status: finished, violations left
* Post-synth ARST share at 0%
* Area grow syn2layout at 81.44%
* Area leader, netlist: dfxtp_1
* Initial antenna violation count at 0
* Crit path kind: in -> reg
* # diodes at 0
* DR vias at 445
* Hold Buf Count CTS at 0
* Share of layout cells above drive strength 1 at 46.43%
* Top reg by flops: out
* Biggest regs: out: 6 flops
* Initial drt markers at 6
* Worst Path Buf+Inv at 2
* Distinct lib cells at 10
* TritonCTS clock tree: yes
* Fin. max-slew vios at 0
* Cells along the critical path: buf_8 > and2_4 > fa_1 > ha_4 > fa_1 > inv_2 > fa_2 > xor2_1 > xnor3_1 > xnor2_1
* Top cells by area: dfxtp_1 22%, fa_1 19%, and2_1 17%
* First-pass GRT wire length at 2.283 mm
* Max layer used: met4
* Adder share at 34.80%
* Failing checks: setup timing
* Area leader share at 22.27%
* Post-DRT Antenna Nets at 0
* Critical Path Sink Type: flop
* Via density at 3.371
* Gpl congestion at 0.7664
* Fp_density at 14.41%
* Worst setup margin at -0.5627 ns
* EDFF count, synth at 0
* CTS Buffer Depth at 2
* Largest net degree at the start of global routing at 5
* Netlist Area Pre-Place at 539.3 um^2
* Most frequent cell after synthesis: and2_1
* Power Total at 551.2 uW
* Worst path max stage delay at 0.58 ns
* Minimum clock period at 2.763 ns
* Yosys stat cell total at 52
* Crit path required time at 2.30 ns
* # rows at 22
* Critical Path Slowest Stage Cell: fa_1
* RSZ-0062 raised after global routing: yes
* Setup crit start kind: primary input
* PwrDens at 563.3 nW/um^2
* Syn. warnings at 1
* I/O Buffers at 18
* Final Hold Viols at 0
* Hold WC Path Type: in -> reg
* CP Max Fanout at 3
* H-Tree Depth at 1
* FILL cells at 396
* Die height at 83 um
* Worst VDD drop at 0.1669 mV
* Per-cell routed wire length at 9.864 um
* Met1 Wirelength at 589 um
* Worst hold slack at 0.5840 ns
* Max Freq at 0.3620 GHz
* GRT Overall Usage at 3.774%
* Number of I/O pins at 19
* Clock slew at reported path FFs at 0.03 ns
* Remaining global-route overflow at 0
* Clock sinks at 6
* Flops & latches, synth at 6
* Post-Synth AOI/OAI Area at 0%
* Post-synth top cells: 15 x and2_1, 7 x ha_1, 6 x dfxtp_1, 6 x nand2_1
* Residual DRC count at 0
* Cell count after synthesis at 52
* Most used flip-flop cell: dfxtp_1
* Rel. slew slack at 87.29%
* Most frequent CP cell: fa_1
* TritonCTS Buffers at 3
* Xor+xnor area frac at 18.56%
kinds of logic after synthesis:
kind of cell / after synthesis
xor+xnor: 9
fa+ha+maj: 12
buf+inv: 4
flops: 6
simple gates: 21
per-layer routing:
layer | GRT usage, % | up-vias
met5 | 0 | -
met4 | 0.9231 | 0
met3 | 1.969 | 2
met2 | 5.587 | 17
met1 | 4.696 | 202
li1 | - | 224
worst paths after layout:
path           startpoint     end  cells after the start
min   out_center_der_a[0]  out[0]                      3
max    Delay_sig_out_b[2]  out[5]                     10
report_power, final:
part / internal, uW / switching (uW) / leakage (uW) / total, uW
clock network: 117 / 41.4 / 0.0000216 / 158
registers: 140 / 6.26 / 0.0000505 / 146
logic: 164 / 82.1 / 0.000366 / 247
total: 421 / 130 / 0.000438 / 551
placed cells by master, fill, tap and decap left out:
cell             synthesis  routed
buf_4                    0      11
and2_4                   0       8
clkdlybuf4s50_1          0       8
and2_1                  15       7
nand2_1                  6       6
dfxtp_1                  6       6
xnor2_1                  5       5
ha_4                     0       5
fa_1                     5       3
clkbuf_8                 0       3
buf_2                    0       3
inv_1                    4       2
inv_2                    0       2
xor2_1                   2       2
fa_2                     0       2
ha_1                     7       2
dlygate4sd2_1            0       2
buf_6                    0       2
xnor2_2                  1       1
xnor3_1                  1       1
dlymetal6s2s_1           0       1
clkbuf_2                 0       1
buf_8                    0       1
tightest hold or removal path, cell delays in order:
cell and delay, ns:
buf_2 0.10, buf_4 0.12, and2_1 0.11
repair_timing:
item                                    4_1_cts  5_1_grt
pin swaps                                    13       12
buffers inserted                              1        1
cloned                                        0        0
endpoints found under the setup margin        3        2
gates resized                                40       13
metrics by stage:
stage,utilization [%],instances,setup slack (ns)
after floorplan,-,52,-0.5917
after global placement,22.76,127,-1.160
after detailed placement,22.76,127,-1.168
after CTS,24.87,131,-0.6848
after global routing,26.14,132,-0.6545
final,26.14,132,-0.5627
layout make-up:
cell class | instances | area [um^2] | area share (%)
clock buffers | 3 | 41.29 | 4.220
inverters | 4 | 15.01 | 1.535
multi-input cells | 42 | 491.7 | 50.26
flip-flops and latches | 6 | 120.1 | 12.28
well taps | 48 | 60.06 | 6.138
repair buffers | 29 | 250.2 | 25.58
Power and IR drop assume default switching activity.
